$ cat flow/config.mk
export PLATFORM = sky130hd
export DESIGN_NAME = deshifrALU
export DESIGN_NICKNAME = deshifrALU
export VERILOG_FILES = /design/flow/design.v
export SDC_FILE = /design/flow/constraint.sdc
export NUM_CORES = 4
export LEC_CHECK = 1
export CORE_AREA = 10 10 70 70
export DIE_AREA = 0 0 80 80
$ cat flow/constraint.sdc
current_design deshifrALU

set clk_period 1.4
set clk_io_pct 0.2

create_clock -name clk0 -period $clk_period

set non_clock_inputs [all_inputs -no_clocks]
set_input_delay [expr $clk_period * $clk_io_pct] -clock clk0 $non_clock_inputs
set_output_delay [expr $clk_period * $clk_io_pct] -clock clk0 [all_outputs]
$ cat flow/design.v
module deshifrALU
(
input [12:0] binary_in, 
output reg[6:0] decoder_out1, decoder_out2, decoder_out3
);
always @ (*)
begin
decoder_out1 = 0;
case (binary_in[3:0])
4'b0000 : decoder_out1 = ~7'b0111111;
4'b0001 : decoder_out1 = ~7'b0000110;
4'b0010 : decoder_out1 = ~7'b1011011;
4'b0011 : decoder_out1 = ~7'b1001111;
4'b0100 : decoder_out1 = ~7'b1100110;
4'b0101 : decoder_out1 = ~7'b1101101;
4'b0110 : decoder_out1 = ~7'b1111101;
4'b0111 : decoder_out1 = ~7'b0000111;
4'b1000 : decoder_out1 = ~7'b1111111;
4'b1001 : decoder_out1 = ~7'b1101111;
4'b1010 : decoder_out1 = ~7'b1110111;
4'b1011 : decoder_out1 = ~7'b1111100;
4'b1100 : decoder_out1 = ~7'b0111001;
4'b1101 : decoder_out1 = ~7'b1011110;
4'b1110 : decoder_out1 = ~7'b1111011;
4'b1111 : decoder_out1 = ~7'b1110001;
endcase
decoder_out2 = 0;
case (binary_in[7:4])
4'b0000 : decoder_out2 = ~7'b0111111;
4'b0001 : decoder_out2 = ~7'b0000110;
4'b0010 : decoder_out2 = ~7'b1011011;
4'b0011 : decoder_out2 = ~7'b1001111;
4'b0100 : decoder_out2 = ~7'b1100110;
4'b0101 : decoder_out2 = ~7'b1101101;
4'b0110 : decoder_out2 = ~7'b1111101;
4'b0111 : decoder_out2 = ~7'b0000111;
4'b1000 : decoder_out2 = ~7'b1111111;
4'b1001 : decoder_out2 = ~7'b1101111;
4'b1010 : decoder_out2 = ~7'b1110111;
4'b1011 : decoder_out2 = ~7'b1111100;
4'b1100 : decoder_out2 = ~7'b0111001;
4'b1101 : decoder_out2 = ~7'b1011110;
4'b1110 : decoder_out2 = ~7'b1111011;
4'b1111 : decoder_out2 = ~7'b1110001;
endcase
if (binary_in[8]== 1'b1)  
decoder_out3 = ~7'b0000110;
  else   if (binary_in[9]== 1'b1)  
	begin
  decoder_out3 = ~7'b1000000;
	end
 else   if (binary_in[10]==1'b1)  
decoder_out3 = ~7'b1000001;  
	else	if (binary_in[11]==1'b1)  
decoder_out3 = ~7'b1000011 ;
	else if (binary_in[12]==1'b1)  
decoder_out3 = ~7'b1100001 ;
	else decoder_out3 = ~7'b0111111;
end
endmodule
$ cat flow/run.sh
#!/bin/bash
# OpenROAD 26Q1-2900-gdf79404cd8, Yosys 0.63+post, stock flow scripts
make -C /OpenROAD-flow-scripts/flow DESIGN_CONFIG=/design/flow/config.mk WORK_HOME=/design/flow/orfs finish
==> qor.tcl <==
set qor(outcome) {finished with violations}
set qor(violated_checks) {setup timing}
set qor(cts_hold_repair.buffers) 0
set qor(openroad_warning_count) 46
set qor(critical_path.cell_chain) {buf_8 > buf_6 > ha_4 > buf_6 > mux4_2 > buf_2}
set qor(power.density_nw_per_um2) 285
set qor(worst-slew-pin-transition_ps) 219
set qor(gr-max-usage-layer) {met2}
set qor(grtUsageMet3) 0.00909
set qor(layout-drive-gt1-share) 0.725
set qor(fp.dieArea_sq_um) 6400
set qor(area_growth_syn_to_layout_pct) 144
set qor(final.min_clock_period_ps) 1620
set qor(cp_max_fanout) 3
set qor(lay_top_count) {buf_4}
set qor(startpoint_type) {input pin}
set qor(post-route-drc-count) 0
set qor(numPortBuffers) 34
set qor(vdd_ir_drop_max_mv) 0.0851
set qor(clkbuf_count) 0
set qor(drtIter0Drc) 18
set qor(finalHoldViolCount) 0
set qor(setup_repair_after_global_routing_missed_its_margin) {yes}
set qor(io_pins) 34
set qor(crit_path_end_kind) {primary output}
set qor(placedCellCount) 171
set qor(finalWeightedCongestion) 0.812
set qor(timing.final.max_slew_violations) 0
set qor(grt_pass1_vias) 747
set qor(layoutNonFillerInstCount) 188
set qor(vias) 759
set qor(routed_via_density) 4.04
set qor(post_drt_wl_per_cell_um) 12.2
set qor(max_cap_violations) 0
set qor(layout.filler_cells) 315
set qor(flops) 0
set qor(lay_top_cells) {buf_4 (26), buf_2 (18), buf_6 (18)}
set qor(place_hpwl_mm) 1.55
set qor(detailedRoute.firstPassIterationCount) 2
set qor(worstPathArrival_ps) 1340
set qor(finalPower_w) 0.000409
set qor(antenna_left) 0
set qor(worst_ep_required_time_ps) 1120
set qor(grt_first_pass_wirelength_mm) 3.47
set qor(ys_chip_area_sq_um) 588
set qor(wl_mm) 2.29
set qor(sequential_cell_area_sq_um) 0
set qor(grt_util_all_layers) 0.0625
set qor(timing.final.crit_share) 1.16
set qor(maximum_number_of_pins_on_one_net_before_global_route_repair) 7
set qor(highest_attainable_clock_frequency_mhz) 616
set qor(ys_types) 24
set qor(hold_path.class) {in -> out}
set qor(worst_path_most_repeated_cell) {buf_6}
set qor(postSynthAreaPerCell_sq_um) 8.28
set qor(postSynthCellCount) 71
set qor(crit_path_max_incr_delay_ps) 440
set qor(floorplan.die.height_um) 80
set qor(floorplan.initialDensity) 0.172
set qor(use_met2) 0.111
set qor(critical_path_class) {in -> out}
set qor(synth-seq-area-share) 0
set qor(timing.final.setup_violations) 12
set qor(power.static_leakage_nw) 0.693
set qor(core.rowCount) 21
set qor(number_of_antenna_violations_at_the_first_check_in_global_routing) 0
set qor(chipWidth_um) 80
set qor(setup_slack_ps) -223
set qor(netlist_area_sq_um) 588
set qor(globalRouteOverflowTotal) 0
set qor(detail_route.antenna_diodes) 0
set qor(gr-usage-met1) 0.0824
set qor(worst_path_max_delay_cell) {mux4_2}
set qor(timing.slew.headroom) 0.853
set qor(ys_cells) 71
set qor(worst_hold_slack_ps) 893
set qor(yosys_warnings) 1
set qor(timing.setup.tns_ps) -1250
set qor(design.core.area_sq_um) 3420
## area by class of cell
class                      count  area [sq um]  share of cell area
inverter                       8          47.5              0.0331
multi-input combinational     58           708               0.493
tap                           46          57.6              0.0400
timing repair buffer          76           624               0.434
## power breakdown
part	internal (W)	switching (W)	leakage, nW
Clock	0	0	0
Combinational	0.000252	0.000157	0.693
Sequential	0	0	0
## what timing repair did
item	4_1_cts	5_1_grt
pin swaps	19	14
buffers inserted	12	7
gates cloned	1	0
resized	152	27
endpoints found under the setup margin	21	17
## critical path: cells and delay by family
| kind | cells | cell delay [ps] |
|---|---|---|
| adders and majority gates | 1 | 160 |
| buffers and inverters | 4 | 460 |
| muxes | 1 | 440 |
## stage by stage
stage	setup slack, ps	util	area, sq um
2_1_floorplan	21.0	-	588
3_3_place_gp	-937	0.336	1150
3_5_place_dp	-954	0.336	1150
4_1_cts	-219	0.397	1360
5_1_grt	-258	0.421	1440
6_report	-223	0.421	1440
## per-layer routing
metal,wire length (um),up-vias
met1,1090,351
met4,0,0
met3,124,0
li1,-,392
met2,1080,16
met5,0,-
## cell usage after synthesis
cell type,count,area share
buf_2,3,0.026
buf_4,1,0.013
o22ai_1,3,0.032
ha_1,14,0.30
a21o_1,1,0.013
a22o_1,2,0.030
mux4_2,2,0.077
nand2b_1,2,0.021
or4_4,1,0.019
nor2b_1,1,0.011
nor2_1,3,0.019
inv_2,1,0.0064
mux2i_1,10,0.17
clkbuf_1,1,0.0064
o21a_1,1,0.013
nand3b_1,1,0.013
or2_1,4,0.043
mux2_1,2,0.038
o21ai_1,1,0.0085
a21oi_1,6,0.051
xnor2_1,2,0.030
nor4_1,1,0.011
nor3_1,1,0.0085
inv_1,7,0.045
## cell families (layout without fill, tap and decap cells)
| group | Yosys count | count (layout) | share of synthesized area |
|---|---|---|---|
| xor+xnor | 2 | 2 | 0.0298 |
| simple gates | 14 | 14 | 0.145 |
| buf+inv | 13 | 84 | 0.0957 |
| mux | 14 | 14 | 0.285 |
| fa+ha+maj | 14 | 14 | 0.298 |
| compound gates | 14 | 14 | 0.147 |
## path summary, 6_finish.rpt
check	start	end	slack, ps	cells past startpoint
setup / recovery	binary_in[0]	decoder_out1[3]	-220	6
hold / removal	binary_in[9]	decoder_out3[5]	890	3
Power figures rest on the tool's default switching activity, not on a simulated workload.
